### run.sh
#!/bin/bash
# OpenROAD 26Q1-2900-gdf79404cd8, Yosys 0.63+post, stock flow scripts
make -C /OpenROAD-flow-scripts/flow DESIGN_CONFIG=/design/flow/config.mk WORK_HOME=/design/flow/orfs finish
### config.mk
export PLATFORM = sky130hd
export DESIGN_NAME = RegisterFile
export DESIGN_NICKNAME = RegisterFile
export VERILOG_FILES = /design/flow/design.v
export SDC_FILE = /design/flow/constraint.sdc
export NUM_CORES = 4
export LEC_CHECK = 1
export CORE_UTILIZATION = 30
### constraint.sdc
current_design RegisterFile

set clk_period 3.8
set clk_io_pct 0.2

create_clock -name clk0 -period $clk_period [get_ports {clk}]

set non_clock_inputs [all_inputs -no_clocks]
set_input_delay [expr $clk_period * $clk_io_pct] -clock clk0 $non_clock_inputs
set_output_delay [expr $clk_period * $clk_io_pct] -clock clk0 [all_outputs]
### design.v
`timescale 1ns / 1ps
module RegisterFile(
    input clk,
    input opcode,  
    input [3:0] select,  
    input [15:0] dataIn,
    output [15:0] dataOut
    );
    reg [15:0] registers [0:15];
    always @ (posedge clk) begin
        if (opcode == 1'b0) begin  
            dataOut = registers[select];
        end else begin  
            registers[select] = dataIn;
        end
    end
endmodule
==> impl_table.tex <==
% Implementation results table
\begin{tabular}{lr}
\hline
Metric & Value \\
\hline
\multicolumn{2}{l}{\textbf{Power and ir drop}} \\
Internal portion of total power & slightly above 0.005 W \\
Combinational Power Share & approximately 5\% \\
Power density relative to cell area & 513 nW/um\^{}2 \\
Seq pwr share & between 50\% and 60\% \\
Switching fraction of total power & about 19\% \\
Clock power share & about two fifths \\
Switch Pwr & around 0.0012 W \\
Worst IR drop on VDD & between 0.3 and 0.4 mV \\
Pleak & between 3 and 4 nW \\
\multicolumn{2}{l}{\textbf{Worst setup path}} \\
Kind of cell adding the most delay to the critical path & buffers and inverters \\
Standard cell with the maximum stage delay on the critical path & buf\_4 \\
Element type at the critical path start & primary input \\
Max incr delay on CP & about 0.64 ns \\
Cell occurring most often along the worst timing path & buf\_4 \\
Capturing element type of the critical path & flip-flop \\
Count of buffer and inverter cells on the critical path & 2 \\
Required time of the worst setup path & between 4 and 5 ns \\
Highest fanout seen on the critical path & 46 \\
Endpoint arrival time on the critical path & around 2.8 ns \\
Critical path class & in2reg \\
Cell-by-cell listing of the critical path & buf\_4 -> buf\_4 -> mux4\_1 -> a22oi\_1 -> nand2\_1 \\
\multicolumn{2}{l}{\textbf{Synthesis}} \\
Register area share after synthesis & 79.7\% \\
Post-synth area from yosys stat & between 10000 and 15000 sq um \\
Most common cell in the netlist & edfxtp\_1 \\
Total standard cell area after synthesis & a little over 10000 sq um \\
Number of different library cells in the post-synthesis netlist & 19 \\
Yosys Instances & 435 \\
Primary FF master, synth & edfxtp\_1 \\
Yosys top cell by area & edfxtp\_1 \\
Yosys warning tally & 2 \\
Synthesized instance count & 435 \\
Mean instance size in the synthesized netlist & between 20 and 25 sq um \\
Leading post-synthesis cells by cell area & edfxtp\_1 (80\%), mux4\_2 (11\%), mux4\_1 (3.3\%) \\
Largest type area fraction & between 70\% and 80\% \\
Ys async rst share & 0\% \\
Flip-flop and latch count after synthesis & 272 \\
Leading post-synthesis cells by instance count & edfxtp\_1 (272), mux4\_2 (51), a22oi\_1 (32) \\
Number of enable flip-flop cells & about 270 \\
\multicolumn{2}{l}{\textbf{Clocking}} \\
Count of buffers added by post-CTS timing repair for setup & 0 \\
CTS Root Cell & clkbuf\_16 \\
Insertion delay at the late pin of the worst-skew pair & $\sim$0.52 ns \\
TritonCTS clock tree & yes \\
Total number of H-tree levels & 1 \\
Quantity of gates resized following cts & 0 \\
Clk sink count & 272 \\
Inserted Clock Buffers & 27 \\
Maximum clock insertion buffer count & 3 \\
Clock input transition at the sequential cells of the worst setup and hold paths & 0.06 ns \\
Cts-stage hold buffer count & 0 \\
\multicolumn{2}{l}{\textbf{Placement}} \\
Number of port buffers & 37 \\
Placer Congestion & approximately 0.8 \\
Half-perimeter wire length after placement & roughly 13000 microns \\
\multicolumn{2}{l}{\textbf{Worst hold path}} \\
Type of the tightest min-delay check & reg2reg \\
\multicolumn{2}{l}{\textbf{Cells and area}} \\
Proportion of layout cells with a drive suffix above 1 & roughly a quarter \\
Post-layout util & around 36\% \\
Fill count & $\sim$3000 \\
Post-synthesis to final-layout area growth & 18.5\% \\
\multicolumn{2}{l}{\textbf{Drt}} \\
Routed length per instance & around 22 microns \\
Detailed Route WL & around 22000 microns \\
Via count & approximately 4800 \\
DR iter-0 viols & roughly 210 \\
First-pass DRT Iterations & 4 \\
Antenna Nets Post-Route & 0 \\
Number of antenna cells inserted & 0 \\
DRC violations left & 0 \\
Via count normalized by instance count & $\sim$5 \\
\multicolumn{2}{l}{\textbf{Floorplan}} \\
Die boundary width & $\sim$190 microns \\
Area inside the core boundary & roughly 34000 sq um \\
Chip footprint & about 35000 sq um \\
Initial Util & a little under a third \\
Height of the chip & 187 microns \\
Number of top-level pins & 38 \\
Total number of placement rows & roughly 67 \\
\multicolumn{2}{l}{\textbf{Timing}} \\
Least-Margin Pin Slew & 0.843 ns \\
Final number of max-transition violations & 0 \\
Post-layout period usage & between 60\% and 70\% \\
Unrepaired setup endpoints after global routing & no \\
Slew Limit Headroom & 43.8\% \\
Final clock skew & 0.00553 ns \\
Hold violation count in the final report & 0 \\
Tmin final & approximately 2.5 ns \\
Setup total negative slack & 0 ns \\
Max Clock Freq & $\sim$400 MHz \\
Finish-stage setup viols & 0 \\
\multicolumn{2}{l}{\textbf{Global route}} \\
Wire length of the first global-routing pass & 32100 microns \\
Number of global-route vias before repair & between 5000 and 6000 \\
Pin count of the biggest net entering global routing & around 47 \\
Total GRT Usage & roughly 13\% \\
Total congestion overflow after global routing & 0 \\
Antenna violations before repair & 0 \\
\multicolumn{2}{l}{\textbf{Flow run}} \\
Max\_cap viols & 0 \\
Tally of OpenROAD warnings & 25 \\
\multicolumn{2}{l}{\textbf{Outcome}} \\
Outcome & completed \\
\hline
\end{tabular}
## cell usage in the layout (no fill, tap or decap)
cell type	n
a22oi_1	32
and2_1	1
buf_2	1
buf_4	34
bufinv_16	3
clkbuf_1	9
clkbuf_16	27
clkdlybuf4s50_1	35
clkinv_1	5
clkinv_2	3
edfxtp_1	272
inv_1	1
mux4_1	13
mux4_2	51
nand2_1	17
nand2b_1	2
nand3_1	1
nand3b_1	2
nor2_1	1
nor2_2	12
nor2b_1	2
nor3_2	4
or3_1	1
## state kept, by name (all words and copies together), names as in the netlist
signal and cells:
registers 256, dataOut 16
## per-layer routing
| metal | wire length, microns | GRT usage, % |
|---|---|---|
| met1 | 7780 | 15.6 |
| met2 | 9920 | 20.2 |
| met3 | 3300 | 10.1 |
| met4 | 612 | 3.03 |
| met5 | 0 | 0 |
## cell type report
type                            instances  area [sq um]  share of cell area [%]
Sequential cell                       272          8170                    67.2
Clock inverter                         11           124                    1.02
Clock buffer                           36           709                    5.84
Tap cell                              448           561                    4.61
Timing Repair Buffer                   70           611                    5.03
Inverter                                1          3.75                  0.0309
Multi-Input combinational cell        139          1970                    16.2
## kinds of logic after synthesis
group | share of synthesized area (%)
multiplexers | 14.5
AND-OR/OR-AND | 2.34
AND/OR/NAND/NOR | 1.85
buffers and inverters | 1.60
flip-flops | 79.7
## worst paths after layout
check,from,end,slack (ns),cells past startpoint
worst min-delay path,registers[12][5]$_DFFE_PP_,dataOut[5]$_DFFE_PN_,0.75,3
worst max-delay path,select[0],dataOut[7]$_DFFE_PN_,1.31,5
worst min register to register,registers[12][5]$_DFFE_PP_,dataOut[5]$_DFFE_PN_,0.75,3
worst max register to register,registers[8][1]$_DFFE_PP_,dataOut[1]$_DFFE_PN_,2.31,3
## stage by stage
stage	std cells	area (sq um)	total power (W)	setup slack, ns	hold WS, ns
after floorplan	435	10300	0.00362	0.863	0.710
after global placement	930	11300	0.00377	0.759	0.725
after CTS	977	12100	0.00629	1.29	0.747
final	977	12100	0.00623	1.31	0.747
after global routing	977	12100	0.00643	1.14	0.765
after detailed placement	930	11300	0.00378	0.737	0.733
## power by group through the flow
| stage | Sequential (W) | Clock [W] | Combinational, W |
|---|---|---|---|
| CTS | 0.00340 | 0.00257 | 0.000316 |
| global route | 0.00341 | 0.00269 | 0.000340 |
| finish | 0.00340 | 0.00252 | 0.000311 |
## worst min-delay path, cell delays in order (launching register included)
cell,delay [ns]
edfxtp_1,0.32
mux4_2,0.22
a22oi_1,0.06
nand2_1,0.05
Power figures rest on the tool's default switching activity, not on a simulated workload.
